## flow/design.v

```verilog
module triport_explicit(
    input clk,
    input rst,
    input [(5 - 1):0] rd_addr1,
    input [(5 - 1):0] wr_addr,
    output [(4 - 1):0] rd_data1,
    input [(4 - 1):0] wr_data,
    input wen,
    input stall);
    wire [(5 - 1):0] rd_addr1;
    wire [(5 - 1):0] rd_addr2;
    wire [(5 - 1):0] wr_addr;
    wire [(4 - 1):0] rd_data1;
    wire [(4 - 1):0] rd_data2;
    wire [(4 - 1):0] wr_data;
    reg [(4 - 1):0] reg_data_live_0;
    reg [(4 - 1):0] reg_data_buf_0;
    reg use_buf;                                     
    wire [(4 - 1):0] regfile_data_0;
    reg  regfile_raw_0, regfile_raw_0_nxt;
    reg [(4 - 1):0]  w_result_d;
    always @(wen or wr_addr or rd_addr2 or rd_addr1)
      begin
         if (wen
             && (wr_addr == rd_addr1))
           regfile_raw_0_nxt = 1'b1;
         else
           regfile_raw_0_nxt = 1'b0;
      end
    always @(regfile_raw_0 or wr_data or regfile_data_0)
      if (regfile_raw_0)
        reg_data_live_0 = w_result_d;
      else
        reg_data_live_0 = regfile_data_0;
    always @(posedge clk)
            begin
               regfile_raw_0 <= regfile_raw_0_nxt;
               w_result_d <= wr_addr;
            end
    lm32_ram
      #(
        .data_width(4),
        .address_width(5)
        )
    reg_0
      (
       .read_clk      (clk),
       .write_clk     (clk),
       .reset         (rst),
       .enable_read   (1'b1),
       .read_address  (rd_addr1),
       .enable_write  (1'b1),
       .write_address (wr_addr),
       .write_data    (wr_data),
       .write_enable  (wen),
       .read_data     (regfile_data_0)
       );
    assign rd_data1 = use_buf ? reg_data_buf_0 : reg_data_live_0;
    always @(posedge clk)
    begin
        begin
            if (stall == 1'b0)
                use_buf <= 1'b0;
            else if (use_buf == 1'b0)
            begin
                reg_data_buf_0 <= reg_data_live_0;
                use_buf <= 1'b1;
            end
            if (wen == 1'b1)
            begin
                if (wr_addr == rd_addr1)
                    reg_data_buf_0 <= wr_data;
            end
        end
    end
endmodule
module lm32_ram (
    read_clk,
    write_clk,
    reset,
    enable_read,
    read_address,
    enable_write,
    write_address,
    write_data,
    write_enable,
    read_data
    );
parameter data_width = 1;                
parameter address_width = 1;             
parameter init_file = "NONE";            
input read_clk;                          
input write_clk;                         
input reset;                             
input enable_read;                       
input [address_width-1:0] read_address;  
input enable_write;                      
input [address_width-1:0] write_address; 
input [data_width-1:0] write_data;       
input write_enable;                      
output [data_width-1:0] read_data;       
wire   [data_width-1:0] read_data;
reg [data_width-1:0]    mem[0:(1<<address_width)-1];  
reg [address_width-1:0] ra;  
assign read_data = mem[ra];
always @(posedge write_clk)
    if ((write_enable == 1'b1) && (enable_write == 1'b1))
        mem[write_address] <= write_data;
always @(posedge read_clk)
    if (enable_read)
        ra <= read_address;
endmodule
```

## flow/run.sh

```bash
#!/bin/bash
# OpenROAD 26Q1-2900-gdf79404cd8, Yosys 0.63+post, stock flow scripts
make -C /OpenROAD-flow-scripts/flow DESIGN_CONFIG=/design/flow/config.mk WORK_HOME=/design/flow/orfs finish
```

## flow/config.mk

```make
export PLATFORM = sky130hd
export DESIGN_NAME = triport_explicit
export DESIGN_NICKNAME = triport_explicit
export VERILOG_FILES = /design/flow/design.v
export SDC_FILE = /design/flow/constraint.sdc
export NUM_CORES = 4
export LEC_CHECK = 1
export CORE_UTILIZATION = 40
```

## flow/constraint.sdc

```tcl
current_design triport_explicit

set clk_period 5.8
set clk_io_pct 0.2

create_clock -name clk0 -period $clk_period [get_ports {clk}]

set non_clock_inputs [all_inputs -no_clocks]
set_input_delay [expr $clk_period * $clk_io_pct] -clock clk0 $non_clock_inputs
set_output_delay [expr $clk_period * $clk_io_pct] -clock clk0 [all_outputs]
```

==> run summary <==
impl run done, here's what came out: die span in x between 100 and 150 um, Worst Hold Endpoint reg_data_buf_0[1]$_DFF_P_, share of synthesized cell area in full adder, half adder and majority cells 0%, Avg Cell Area, Syn 16.8 um2, standard-cell row count approximately 43, area of the core region 0.0140 mm2, Final ANT Viol Nets 0, logic depth of the worst register-to-register path 6, met3 track demand over resource a little under a tenth, gpl congestion 0.842, critical path data required time 4.64 ns, number of violations of the max-capacitance limit 0, area of the multi-input gates about 0.0015 mm2, Root Buffer Master sky130_fd_sc_hd__clkbuf_16, Worst Setup End Kind output pin, cells after synthesis between 300 and 400, final setup fails 0, Pleak roughly 2.2 nW, ys flop type sky130_fd_sc_hd__edfxtp_1, arrival time of the worst setup path approximately 3.3 ns, first-pass GRT wire length between 15000 and 20000 um, hold-critical path depth 2, number of synthesis warnings 2, Final HPWL DP about 7600 um, Layout Skew 0.0120 ns, worst-skew pair later-pin latency 0.41 ns, CTS sink cnt 143, met2 capacity usage during global routing between 20% and 30%, startpoint types flip-flop, met1 routing resource usage after global routing a little over a quarter, worst-path maximum fanout 37, number of buffers created by CTS 17, number of fill cells in the layout roughly 1100, via count approximately 3000, number of H-tree branching levels 4, max incr delay on CP 0.63 ns, transition time at the pin with the least slew margin roughly 0.68 ns, share of the core filled with cells in the final layout a little under half, Remaining DRCs 0, minimum setup slack among reg-to-reg paths around 3.2 ns, setup repair after global routing missed its margin false, final cycle utilization of the critical path 77.6%, worst hold-check slack roughly 0.56 ns, prevailing logic family in the synthesized netlist multiplexers, share of synthesized area occupied by flip-flops and latches a little under three quarters, result of the run completed, most used routing layer in global routing met2, Remaining Overflow, GRT 0, flip-flops with a built-in enable roughly 130, FF+latch area approximately 0.0041 mm2, path type of the worst min-delay path flip-flop to flip-flop, Total Negative Setup Slacks 0 ns, final WL about 11000 um, Distinct cells, synth 38, ratio of routed vias to standard cells about 5.3, worst ir drop on vdd approximately 260 uV, kind of critical path flip-flop to output pin, count of pins on the block boundary 22, endpoint of the lowest-slack register-to-register path reg_data_buf_0[2]$_DFF_P_, Hold-fix buffers, CTS 0, Final Max Slew Viols 0, fmax 222 MHz, clock period minus worst slack about 4.5 ns, Syn-to-layout area delta 14.7%, TritonCTS clock tree yes, # Post-CTS Setup Buffers 0, number of DRC violations after detailed-routing iteration 0 about 150, post-cts gate resize count 0, worst hold path startpoint w_result_d[1]$_DFF_P_, fp_density 41.3%, count of buffers from port buffering 20, Hold Vio Cnt, Final 0, buffer depth of the longest clock path 2, number of logged tool warnings 26, AO/OA Area Share about 5.2%, layout cell share with drive strength beyond 1 between 10% and 20%, highest-delay cell along the critical path sky130_fd_sc_hd__buf_4, Die Area 0.0150 mm2, CTS clk-pin slew, worst paths around 0.050 ns, number of antenna cells inserted 0, power density of the placed cells between 300 and 400 mW/mm2, synthesized flop and latch total around 140, maximum number of pins on one net before global-route repair 38, WL/cell around 20 um, iteration count of the initial detailed-routing pass 5, number of cell instances after yosys synthesis around 350, XOR/XNOR Fraction of Synth Area less than 1%, async set-or-reset flop fraction in the synthesized netlist 0%, via count of the first global-routing pass 3298, post-synthesis cell area 0.00581 mm2, Vert. Die Dim 122 um, fraction of the mapped netlist area in simple logic gates 6.81%, cell-by-cell trace of the critical path buf_4 -> mux4_2 -> mux2i_1 -> or2_1 -> a2111o_1 -> a21oi_1 -> clkdlybuf4s50_1, area fraction in mux cells between 10 and 15%, combined global-route utilization of all metal layers between 10% and 20%, Slew Limit Headroom a little over half, number of antenna violations at the first check in global routing 0, synthesis area per yosys a little under 0.006 mm2
## worst max path at each step
| stage | startpoint | to | slack [ns] | cells after the start |
|---|---|---|---|---|
| 4_1_cts | flip-flop | rd_data1[3] | 1.23 | 7 |
| 5_1_grt | flip-flop | rd_data1[3] | 1.11 | 7 |
| 6_report | flip-flop | rd_data1[3] | 1.30 | 7 |
## kinds of logic (layout without fill, tap and decap cells)
family | Yosys count | after routing
compound gates | 42 | 42
xor+xnor | 5 | 5
simple gates | 80 | 80
flops | 143 | 143
buf+inv | 19 | 60
mux | 56 | 56
## worst max-delay path, delay by kind of cell, from the launching register on
kind / cells / cell delay [ns]
buf+inv: 2 / 1.11
simple gates: 1 / 0.24
mux: 2 / 0.45
flops: 1 / 0.52
compound gates: 2 / 0.58
## area by class of cell
| class | instances | area share [%] |
|---|---|---|
| sequential | 143 | 62.3 |
| clock inverter | 11 | 0.752 |
| clock buffer | 21 | 6.61 |
| inverter | 1 | 0.0564 |
| multi-input combinational | 183 | 23.1 |
| tap | 180 | 3.38 |
| timing repair buffer | 27 | 3.80 |
## stage by stage
| step | std cells | power [mW] | cell area (um2) | setup WS [ns] |
|---|---|---|---|---|
| final | 566 | 2.19 | 6660 | 1.30 |
| after global placement | 534 | 1.31 | 6170 | 1.70 |
| after floorplan | 345 | 1.25 | 5810 | 3.06 |
| after CTS | 566 | 2.21 | 6660 | 1.23 |
| after global routing | 566 | 2.27 | 6660 | 1.11 |
| after detailed placement | 534 | 1.31 | 6170 | 1.68 |
## power by group
part / switching (mW) / leakage (nW) / internal (mW)
sequential: 0.0109 / 1.28 / 1.14
combinational: 0.0751 / 0.681 / 0.0626
clock: 0.366 / 0.248 / 0.533
## placed cells by master, fill, tap and decap left out, types with 2 or more instances in the layout
cell,netlist,layout
sky130_fd_sc_hd__mux4_2,11,11
sky130_fd_sc_hd__dfxtp_1,15,14
sky130_fd_sc_hd__nor2_1,35,35
sky130_fd_sc_hd__mux4_1,6,6
sky130_fd_sc_hd__mux2_2,2,2
sky130_fd_sc_hd__a41oi_1,3,3
sky130_fd_sc_hd__a22oi_1,10,10
sky130_fd_sc_hd__a2111o_1,3,3
sky130_fd_sc_hd__nand2b_1,5,5
sky130_fd_sc_hd__nand2_1,11,11
sky130_fd_sc_hd__xor2_1,4,4
sky130_fd_sc_hd__nor2b_1,8,8
sky130_fd_sc_hd__mux2i_1,37,37
sky130_fd_sc_hd__nand3b_1,6,6
sky130_fd_sc_hd__or3b_2,3,3
sky130_fd_sc_hd__clkbuf_1,8,4
sky130_fd_sc_hd__edfxtp_1,128,128
sky130_fd_sc_hd__or2_1,3,3
sky130_fd_sc_hd__and2_1,2,2
sky130_fd_sc_hd__buf_4,1,7
sky130_fd_sc_hd__clkdlybuf4s50_1,0,20
sky130_fd_sc_hd__clkinv_2,0,7
sky130_fd_sc_hd__nand3_1,4,4
sky130_fd_sc_hd__a21oi_1,13,13
sky130_fd_sc_hd__a211oi_1,6,6
sky130_fd_sc_hd__clkinv_1,0,4
sky130_fd_sc_hd__clkbuf_16,0,17
## synth_stat cells (6+ instances only)
library cell                 n  area (um2)
sky130_fd_sc_hd__a211oi_1    6        45.0
sky130_fd_sc_hd__nand2_1    11        41.3
sky130_fd_sc_hd__dfxtp_1    15         300
sky130_fd_sc_hd__a22oi_1    10        75.1
sky130_fd_sc_hd__mux4_2     11         248
sky130_fd_sc_hd__nand3b_1    6        45.0
sky130_fd_sc_hd__a21oi_1    13        65.1
sky130_fd_sc_hd__nor2b_1     8        50.1
sky130_fd_sc_hd__mux4_1      6         158
sky130_fd_sc_hd__clkbuf_1    8        30.0
sky130_fd_sc_hd__edfxtp_1  128        3840
sky130_fd_sc_hd__mux2i_1    37         370
sky130_fd_sc_hd__nor2_1     35         131
## flip-flops by register name (all words and copies together), names as in the netlist, named ones only
signal and count:
reg_0.mem 128, reg_data_buf_0 4, regfile_raw_0 1, use_buf 1
w_result_d 4
## routing by layer
metal	vias up	part of all wire [%]
met2	99	49
li1	1419	-
met1	1480	41
met5	-	0
met3	10	9.4
met4	0	1.2
Power and IR drop assume default switching activity.
